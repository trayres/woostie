==> /design/flow/design.v <==
module cliff (
  output wire rd,
  output wire rs,
  input wire clk,
  input wire go,
  input wire rst_n,
  input wire ws
);
  parameter 
  IDLE = 4'b0000,  
  DLY  = 4'b0100,  
  DONE = 4'b1000,  
  READ = 4'b0001;  
  reg [3:0] state;
  reg [3:0] nextstate;
  always @* begin
    nextstate = state;  
    case (state)
      IDLE: begin
        if (go) begin
          nextstate = READ;
        end
        else begin
          nextstate = IDLE;
        end
      end
      DLY : begin
        if (ws) begin
          nextstate = READ;
        end
        else begin
          nextstate = DONE;
        end
      end
      DONE: begin
        begin
          nextstate = IDLE;
        end
      end
      READ: begin
        begin
          nextstate = DLY;
        end
      end
    endcase
  end
  assign rd = state[0];
  assign rs = state[1];
  always @(posedge clk or negedge rst_n) begin
    if (!rst_n)
      state <= IDLE;
    else
      state <= nextstate;
  end
endmodule
==> /design/flow/run.sh <==
#!/bin/bash
# OpenROAD 26Q1-2900-gdf79404cd8, Yosys 0.63+post, stock flow scripts
make -C /OpenROAD-flow-scripts/flow DESIGN_CONFIG=/design/flow/config.mk WORK_HOME=/design/flow/orfs finish
==> /design/flow/config.mk <==
export PLATFORM = sky130hd
export DESIGN_NAME = cliff
export DESIGN_NICKNAME = cliff
export VERILOG_FILES = /design/flow/design.v
export SDC_FILE = /design/flow/constraint.sdc
export NUM_CORES = 4
export LEC_CHECK = 1
export CORE_AREA = 10 10 70 70
export DIE_AREA = 0 0 80 80
==> /design/flow/constraint.sdc <==
current_design cliff

set clk_period 1.2
set clk_io_pct 0.2

create_clock -name clk0 -period $clk_period [get_ports {clk}]

set non_clock_inputs [all_inputs -no_clocks]
set_input_delay [expr $clk_period * $clk_io_pct] -clock clk0 $non_clock_inputs
set_output_delay [expr $clk_period * $clk_io_pct] -clock clk0 [all_outputs]
==> notes.md <==
run results: status=finished clean, Gate Area=65.1 um^2, Mux area share=8.11%, crit path cell chain=buf_6 > or4b_4 > nand3_2, biggest area cells=dfrtp_1 54%, mux2_1 8.1%, o22a_2 7.2%, clk buf depth=2, top comb family, area=simple AND/OR/NAND/NOR gates, max-cap violations=0, via count=127, CP startpoint=state[0], CTS Sinks=3, crit path kind=register to register, post-synthesis sequential area ratio=54.1%, die area=6400 um^2, Worst R2R Setup Slack=30 ps, gr usage total=1.34%, Latency at later pin=240 ps, Tmin final=1170 ps, Post-Synth Simple-Gate Area=18.9%, crit path capture=state[0], ratio of cells with drive above 1 in the final layout=38.1%, clock skew=0.806 ps, Max Slew Vio Count=0, Worst Setup End Kind=register, routed len/inst=5.99 um, Reg area=75.1 um^2, DR iter-0 viols=2, final weighted congestion in routability-driven placement=0.673, power density over cell area=2120 nW/um^2, cell count along the critical path=3, CP max stage delay=520 ps, syn avg cell area=11.6 um^2, Filler cells=401, worst reg2reg path depth=3, XOR Share, Synth=0%, Core ar.=3420 um^2, Min Hold Slack=187 ps, vias per std cell=1.87, Routed WL=407 um, count of tool warnings=26, fin crit share=97.6%, CP max stage cell=or4b_4, Peak VDD IR=306 uV, drt pass-1 iters=2, input/output buffers=4, Design Area, Final=284 um^2, first-pass GRT wire length=586 um, number of buffers created by CTS=3, die width=80 um, hold crit path type=input pin to async pin, initial antenna violation count=1, CP required=1370 ps, crit-path leading delay family=simple AND/OR/NAND/NOR gates, YS chip area=139 um^2, final core utilization=8.32%, RSZ-0062 raised after global routing=no, Boundary Pins=6, synth unique cells=10, H-tree Lvls=1, gr ovfl total=0, Starting Density=4.07%, setup TNS=0 ps, Synth Area in Adders=0%, Syn-to-layout area delta=105%, CP Data Arrival Time=1340 ps, # rows=21, max FFs per register=3, Die Span Y=80 um, Fin. Hold Viols=0, antenna viol nets, final=0, Static Leak=0.106 nW, reg2reg start=state[0], Clk pin slew, worst setup/hold paths=40 ps, DRC violations left=0, Post-Syn Area=139 um^2, ys flops=3, Cells after Synth=12, Final setup viols=0, Root Driver=clkbuf_4, top cell type's share of synthesized area=54.1%, worst r2r dst=state[0], biggest regs=state x3, Ys Warns=1, Synth area leader=dfrtp_1, Post-CTS Hold Fix Bufs=0, Post-DP Area=229 um^2, ys cells=12, vias in the first global route=144, Biggest register=state, fmax=0.854 GHz, crit path max fanout=3, largest net degree at the start of global routing=6, CP Launch Type=register, total power=0.603 mW, CTS tree=built, and-or/or-and share of the synthesized area=10.8%, Buf/Inv on CP=1
-- worst reg2reg max path, stage by stage (launching register included) --
cell and delay (ps):
dfrtp_1 380, buf_6 120, or4b_4 520, nand3_2 90
-- cell usage in the layout (no fill, tap or decap) --
| cell type | count |
|---|---|
| o21ai_0 | 1 |
| clkdlybuf4s50_1 | 3 |
| clkbuf_1 | 1 |
| nand3_2 | 1 |
| o22a_2 | 1 |
| conb_1 | 1 |
| buf_6 | 1 |
| nor2_1 | 1 |
| mux2_1 | 1 |
| diode_2 | 1 |
| dfrtp_1 | 3 |
| dlygate4sd2_1 | 1 |
| clkbuf_4 | 3 |
| buf_4 | 1 |
| or4b_4 | 1 |
| nand3b_1 | 1 |
-- final cells by class --
class                      count  share of cell area (%)
sequential                     3                    26.4
multi-input combinational      8                    22.9
timing repair buffer           6                    20.3
clock buffer                   4                    9.25
antenna                        1                   0.881
tap                           46                    20.3
-- worst min-delay path by stage --
stage          from       end  slack, ps  depth (start not counted)
finish        rst_n  state[2]        190                          1
CTS           rst_n  state[2]        180                          1
global route  rst_n  state[2]        200                          1
-- report_power, final --
| group | total [mW] | switching, mW | internal [mW] |
|---|---|---|---|
| sequential | 0.205 | 0.0504 | 0.155 |
| clock | 0.180 | 0.0555 | 0.125 |
| combinational | 0.218 | 0.0694 | 0.148 |
-- routing by layer --
| layer | vias to the layer above | part of all wire, % | global-route usage, % |
|---|---|---|---|
| met5 | - | 0 | 0 |
| met4 | 0 | 2.9 | 0.704 |
| met3 | 2 | 24 | 2.39 |
| met2 | 7 | 36 | 1.44 |
| met1 | 58 | 37 | 0.999 |
| li1 | 60 | - | - |
-- cells by family after synthesis --
group,after synthesis
AOI/OAI and AO/OA,2
buffers and inverters,1
DFF,3
muxes,1
other,1
and+or+nand+nor,4
-- timing repair --
item | in CTS | in global routing
gates resized | 1 | 3
gates cloned | 0 | 0
pin swaps | 0 | 1
endpoints found under the setup margin | 1 | 1
buffers inserted | 1 | 1
-- metrics by stage --
stage / setup slack (ps) / cells
global route: 0.0544 / 68
floorplan: 164 / 12
finish: 28.6 / 68
CTS: -6.06 / 66
global placement: -74.8 / 61
detailed placement: -118 / 61
-- Yosys cell counts, drive strengths merged --
cell type,number
buf,1
conb,1
dfrtp,3
mux2,1
nand3,1
nand3b,1
nor2,1
o21ai,1
o22a,1
or4b,1
Power is estimated from default activity; no workload was simulated.
